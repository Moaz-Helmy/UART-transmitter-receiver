==> /design/flow/config.mk <==
export PLATFORM = sky130hd
export DESIGN_NAME = FIFO
export DESIGN_NICKNAME = FIFO
export VERILOG_FILES = /design/flow/design.v
export SDC_FILE = /design/flow/constraint.sdc
export NUM_CORES = 4
export LEC_CHECK = 1
export CORE_UTILIZATION = 30
==> /design/flow/design.v <==
module FIFO #(parameter FIFO_DEPTH = 256, DATA_SIZE=8)(
    input wire [DATA_SIZE-1:0] Data_in,
    input wire wr_en,rd_en,
    input wire rst_n,clk,
    output reg [DATA_SIZE-1:0] Data_out,
    output reg Full,Empty
);
reg [DATA_SIZE-1:0] FIFO [0:FIFO_DEPTH-1];
reg [DATA_SIZE-1:0] Data_out_next;
localparam Counter_Bits = $clog2(FIFO_DEPTH);
reg [Counter_Bits-1:0] counter_reg,counter_next;
reg [Counter_Bits-1 : 0] Head_reg,Head_next,Tail_reg,Tail_next;
always @(posedge clk, negedge rst_n) begin
    if(!rst_n)
    begin
        counter_reg<='b0;
    end
    else
    begin
        counter_reg<=counter_next;
    end
end
always @(*) begin
    if((!Empty && rd_en) && (!Full && wr_en))
    begin
        counter_next = counter_reg;
    end
    else if(!Full && wr_en)
    begin
        counter_next = counter_reg + 1'b1;
    end
    else if(!Empty && rd_en)
    begin
        counter_next = counter_reg - 1'b1;
    end
    else
    begin
        counter_next = counter_reg;
    end
end
always @(counter_reg) begin
    Full = (counter_reg == FIFO_DEPTH);
    Empty =(counter_reg == 'b0);
end
always @(posedge clk, negedge rst_n) begin
    if(!rst_n)
    begin
        Head_reg<='b0;
        Tail_reg<='b0;
    end
    else
    begin
        Head_reg<=Head_next;
        Tail_reg<=Tail_next;
    end
end
always @(*) begin
    if(!Full && wr_en && (Head_reg != FIFO_DEPTH))
    begin
        Head_next = Head_reg + 1'b1;
    end
    else if(!Full && wr_en && (Head_reg == FIFO_DEPTH))
    begin
        Head_next = 'b0;
    end
    else
    begin
        Head_next = Head_reg;
    end
    if(!Empty && rd_en && (Tail_reg != FIFO_DEPTH))
    begin
        Tail_next = Tail_reg + 1'b1;
    end
    else if(!Empty && rd_en && (Tail_reg == FIFO_DEPTH))
    begin
        Tail_next = 'b0;
    end
    else
    begin
        Tail_next = Tail_reg;
    end
end
always @(posedge clk, negedge rst_n) begin
    if(!rst_n)
    begin
        Data_out<='b0;
    end
    else
    begin
        Data_out<=Data_out_next;
    end
end
always @(*) begin
    if(!Empty && rd_en)
    begin
        Data_out_next = FIFO[Tail_reg];
    end
    else
    begin
        Data_out_next = Data_out;    
    end
end
always @(posedge clk) begin
    if(!Full && wr_en)
    begin
        FIFO[Head_reg] <= Data_in;
    end
    else
    begin
        FIFO[Head_reg] <= FIFO[Head_reg];
    end
end
endmodule
==> /design/flow/constraint.sdc <==
current_design FIFO

set clk_period 81.8
set clk_io_pct 0.2

create_clock -name clk0 -period $clk_period [get_ports {clk}]

set non_clock_inputs [all_inputs -no_clocks]
set_input_delay [expr $clk_period * $clk_io_pct] -clock clk0 $non_clock_inputs
set_output_delay [expr $clk_period * $clk_io_pct] -clock clk0 [all_outputs]
==> /design/flow/run.sh <==
#!/bin/bash
# OpenROAD 26Q1-2900-gdf79404cd8, Yosys 0.63+post, stock flow scripts
make -C /OpenROAD-flow-scripts/flow DESIGN_CONFIG=/design/flow/config.mk WORK_HOME=/design/flow/orfs finish
==> impl_metrics.toml <==
# synthesis and place-and-route metrics
[outcome]
status = "complete, no violations"

[die]
io_pins = 22
dieArea_sq_um = 272300
core_sq_um = 268400
fp.dieW_um = 521.8
fp.dieH_um = 521.8
rows = 190
fp_util_pct = 30.20

[grt]
grt_overflow = 0
grt_pass1_vias = 42010
grt_pass1_wl_mm = 293.3
antenna_found_initial = 6
grt_max_degree = 113
grt_use_total_pct = 16.13

[synth]
avgSynthCellArea_sq_um = 21.54
netlist_area_sq_um = 81070
ys_sh_simple_pct = 2.860
synthCells = 3763
ys_warn_count = 1
top_area_cell = "edfxtp_1"
synth-edff-count = 2048
synth.area.top_cells = "edfxtp_1, mux4_2, nor2_1"
yosysUniqueCellTypes = 64
synthArstFlopShare_pct = 1.538
ys_cells = 3763
yosys.area_share.aoi_pct = 1.871
ys_sh_adder_pct = 0.1945
postSynthSeqShare_pct = 76.85
ys_area_sq_um = 81070
xor_share_pct = 0.2269
ys_top_logic_family = "multiplexers"
ff_type = "edfxtp_1"
synthMuxAreaShare_pct = 16.48
netlist.area_leader.share_pct = 75.86
ys.flops = 2080

[power_and_ir_drop]
pwr-share-seq_pct = 42.0
power_density_nw_per_um2 = 31.67
p_sw_share_pct = 30.54
leakage_nw = 27.78
power_frac_clock_pct = 30.3
ir_worst_vdd_mv = 0.03201
p_comb_share_pct = 27.7
p_sw_uw = 888.1
intPower_mw = 2.020

[layout]
largest_reg_flops = 2048
layout-drive-gt1-share_pct = 24.52
syn_to_final_growth_pct = 13.29
largest_register = "FIFO"

[placement]
dp_slack_ns = 62.51
portBuffers = 20
gp_congestion = 0.9198
post-dp-hpwl_mm = 123.2

[setup_path]
cp.required_ns = 65.44
path_class = "reg -> out"
arrival_ns = 2.49
cp_max_fo = 4
path_buffers = 1
start_kind = "register"
crit_family = "simple AND/OR/NAND/NOR gates"
rrSetupSlack_ns = 76.71
cp-end-kind = "output pin"
critPathMaxStageDelay_ns = 0.59
crit_chain = "or4_1, nor2_1, clkdlybuf4s50_1"
cp_slowest_cell = "or4_1"

[final_timing]
fin_crit_ns = 18.85
skew_ns = 0.03302
rsz0062_at_grt = "no"
timing.setup.tns_ns = 0
hold_ws_ns = 0.5046
worstMarginPinSlew_ns = 1.454
slew_violations = 0
min_period_over_period_pct = 23.04
worst_slack_ns = 62.95
setup_viol = 0
hold_viol = 0
max_freq_mhz = 53.06
slew_headroom_pct = 0.5480

[drt]
via_count = 38190
wirelength_mm = 202.5
first_pass_iters = 7
drc = 0
post_drt_via_cell_ratio = 5.021
antenna_left = 0
drt_iter0_drc = 2746
wire_per_inst_um = 26.62

[clocking]
cts_resized = 0
path_clk_slew_ns = 0.06
postCtsSetupBuffers = 0
cts_root_buf = "clkbuf_16"
holdBufCountCts = 0
clock_sinks = 2080
clk_latency_ns = 0.83
h-tree-depth = 4
clockBufferDepth = 3
cts_inserted_buffers = 206
cts_tree = "yes"

[flow_run]
drv_cap = 0
tool_warnings = 32

[min_path]
hp-class = "reg -> reg"
[cells in the mapped netlist, types with 10 or more instances]
library cell	count
a21oi_1	33
a221oi_1	23
a22oi_1	18
buf_1	13
buf_2	66
buf_4	37
buf_6	17
clkbuf_1	91
dfrtp_1	32
edfxtp_1	2048
ha_1	11
mux2_2	49
mux2i_1	85
mux4_2	531
nand2_1	92
nand2b_1	10
nand3_1	43
nand4_1	12
nor2_1	291
nor2b_1	21
nor3_1	27
o21ai_0	22
o22ai_1	51
xnor2_1	12
[path summary, 6_finish.rpt]
check,from,end,cells past startpoint
min,Data_out[7]$_DFFE_PN0P_,Data_out[7]$_DFFE_PN0P_,2
max,counter_reg[0]$_DFFE_PN0P_,Empty,3
min in group asynchronous,rst_n,Head_reg[3]$_DFFE_PN0P_,2
max reg2reg,Tail_reg[0]$_DFFE_PN0P_,Data_out[3]$_DFFE_PN0P_,8
min reg2reg,Data_out[7]$_DFFE_PN0P_,Data_out[7]$_DFFE_PN0P_,2
max in group asynchronous,rst_n,Tail_reg[3]$_DFFE_PN0P_,2
[power groups by stage]
| stage | Sequential, mW | Clock (mW) | Combinational [mW] |
|---|---|---|---|
| after CTS | 1.22 | 0.899 | 0.810 |
| after global routing | 1.22 | 0.938 | 0.854 |
| final | 1.22 | 0.882 | 0.804 |
[routing by layer]
layer	routed length [um]	global-route usage, %
met5	154	0.3686
met4	6198	3.950
met3	34830	13.20
met2	94430	23.94
met1	66860	17.86
[placed cells by master (no fill, tap or decap), types with 12 or more instances in the layout]
cell,Yosys,final
edfxtp_1,2048,2048
mux4_2,531,531
nor2_1,291,291
clkbuf_16,0,209
buf_4,37,109
nand2_1,92,92
mux2i_1,85,85
clkinv_1,2,56
o22ai_1,51,51
mux2_2,49,49
clkbuf_1,91,46
nand3_1,43,43
a21oi_1,33,33
clkinv_2,0,33
nor3_1,27,27
dfrtp_1,32,26
a221oi_1,23,23
nor2b_1,21,21
o21ai_0,22,21
a22oi_1,18,18
nand4_1,12,12
xnor2_1,12,12
clkbuf_8,0,12
[tightest hold or removal path, delay by kind of cell (launching register included)]
kind / cells / cell delay (ns)
DFF: 1 / 0.35
and+or+nand+nor: 1 / 0.05
AOI/OAI and AO/OA: 1 / 0.07
[cell families (layout without fill, tap and decap cells)]
family          Yosys count  count (layout)
flops                  2080            2080
buf+inv                 233             516
other cells               1               9
xor+xnor                 21              21
simple gates            535             535
mux                     665             665
fa+ha+maj                12              12
compound gates          216             216
[metrics by stage]
stage | area [sq um] | std cells | power [mW] | util (%)
2_1_floorplan | 81070 | 3763 | 1.757 | -
3_3_place_gp | 85570 | 7229 | 2.052 | 31.88
3_5_place_dp | 85570 | 7229 | 2.052 | 31.88
4_1_cts | 91820 | 7598 | 2.932 | 34.21
5_1_grt | 91820 | 7599 | 3.016 | 34.21
6_report | 91840 | 7606 | 2.908 | 34.22
[cell type report]
class                      instances  area (sq um)
sequential                      2080         62320
inverter                           9         38.79
timing repair buffer             138          1224
antenna                            8         20.02
fill                           24400        176600
clock buffer                     259          5458
multi-input combinational       1450         17550
tap                             3552          4444
clock inverter                   110         787.0
Power figures rest on the tool's default switching activity, not on a simulated workload.
